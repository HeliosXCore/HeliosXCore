`flow/run.sh`:
```
#!/bin/bash
# OpenROAD 26Q1-2900-gdf79404cd8, Yosys 0.63+post, stock flow scripts
make -C /OpenROAD-flow-scripts/flow DESIGN_CONFIG=/design/flow/config.mk WORK_HOME=/design/flow/orfs finish
```
`flow/config.mk`:
```
export PLATFORM = sky130hd
export DESIGN_NAME = ROB
export DESIGN_NICKNAME = ROB
export VERILOG_FILES = /design/flow/design.v
export SDC_FILE = /design/flow/constraint.sdc
export NUM_CORES = 4
export LEC_CHECK = 1
export CORE_UTILIZATION = 40
export SYNTH_MEMORY_MAX_BITS = 65536
```
`flow/constraint.sdc`:
```
current_design ROB

set clk_period 7.8
set clk_io_pct 0.2

create_clock -name clk0 -period $clk_period [get_ports {clk_i}]

set non_clock_inputs [all_inputs -no_clocks]
set_input_delay [expr $clk_period * $clk_io_pct] -clock clk0 $non_clock_inputs
set_output_delay [expr $clk_period * $clk_io_pct] -clock clk0 [all_outputs]
```
`flow/design.v`:
```
module ROB (
    input wire                    clk_i,
    input wire                    reset_i,
    input wire                    dp1_i,                   
    input wire [    6-1:0] dp1_addr_i,              
    input wire [   32-1:0] pc_dp1_i,
    input wire                    storebit_dp1_i,
    input wire                    dstvalid_dp1_i,
    input wire [    5-1:0] dst_dp1_i,
    input wire [10-1:0] bhr_dp1_i,
    input wire                    isbranch_dp1_i,
    input wire                    dp2_i,
    input wire [    6-1:0] dp2_addr_i,
    input wire [   32-1:0] pc_dp2_i,
    input wire                    storebit_dp2_i,
    input wire                    dstvalid_dp2_i,
    input wire [    5-1:0] dst_dp2_i,
    input wire [10-1:0] bhr_dp2_i,
    input wire                    isbranch_dp2_i,
    input wire                    finish_ex_alu1_i,        
    input wire [    6-1:0] finish_ex_alu1_addr_i,   
    input wire                    finish_ex_alu2_i,
    input wire [ 6-1:0] finish_ex_alu2_addr_i,
    input wire                 finish_ex_mul_i,
    input wire [ 6-1:0] finish_ex_mul_addr_i,
    input wire                 finish_ex_ldst_i,
    input wire [ 6-1:0] finish_ex_ldst_addr_i,
    input wire                 finish_ex_branch_i,
    input wire [ 6-1:0] finish_ex_branch_addr_i,
    input wire                 finish_ex_branch_brcond_i,
    input wire [32-1:0] finish_ex_branch_jmpaddr_i,
    output reg [6-1:0] commit_ptr_1_o,
    output wire [6-1:0] commit_ptr_2_o,
    output wire[1:0]    comnum_o,
    output wire   store_commit_o,
    output wire   arfwe_1_o,
    output wire   arfwe_2_o,
    output wire [5-1:0] dst_arf_1_o,
    output wire [5-1:0] dst_arf_2_o,
    output wire [32-1:0] pc_combranch_o,
    output wire [10-1:0] bhr_combranch_o,
    output wire [32-1:0] jmpaddr_combranch_o,
    output wire brcond_combranch_o,
    output wire combranch_o
);
    reg [64-1:0] finish;
    reg [64-1:0] storebit;
    reg [64-1:0] dstValid;
    reg [64-1:0] brcond;
    reg [64-1:0] isbranch;
    reg [32-1:0] inst_pc[0:64-1];
    reg [32-1:0] jmpaddr[0:64-1];
    reg [5-1:0] dst[0:64-1];
    reg [10-1:0] bhr[0:64-1];
    assign commit_ptr_2_o = (commit_ptr_1_o + {5'b0, 1'b1}) & 6'b1;
    wire commit_1 = finish[commit_ptr_1_o];
    wire commit_2 = finish[commit_ptr_2_o];
    assign comnum_o = commit_1 + commit_2;
    assign store_commit_o = (commit_1 & storebit[commit_ptr_1_o]) | (commit_2 & storebit[commit_ptr_2_o]);
    assign dst_arf_1_o = dst[commit_ptr_1_o];
    assign dst_arf_2_o = dst[commit_ptr_2_o];
    assign arfwe_1_o = dstValid[commit_ptr_1_o] & commit_1;
    assign arfwe_2_o = dstValid[commit_ptr_2_o] & commit_2;
    assign combranch_o = (commit_1 & isbranch[commit_ptr_1_o]) | (commit_2 & isbranch[commit_ptr_2_o]);
    assign pc_combranch_o = (commit_1 & isbranch[commit_ptr_1_o]) ? inst_pc[commit_ptr_1_o] : inst_pc[commit_ptr_2_o];
    assign bhr_combranch_o = (commit_1 & isbranch[commit_ptr_1_o]) ? bhr[commit_ptr_1_o] : bhr[commit_ptr_2_o];
    assign jmpaddr_combranch_o = (commit_1 & isbranch[commit_ptr_1_o]) ? jmpaddr[commit_ptr_1_o] : jmpaddr[commit_ptr_2_o];
    always @(posedge clk_i) begin
        if (reset_i) begin
            commit_ptr_1_o <= 0;
            finish <= 0;
            brcond <= 0;
        end else begin
            commit_ptr_1_o <= (commit_ptr_1_o + {5'b0, commit_1} + {5'b0, commit_2}) & 6'b1;
            if (finish_ex_alu1_i) begin
                finish[finish_ex_alu1_addr_i] <= 1'b1;
            end
            if (finish_ex_alu2_i) begin
                finish[finish_ex_alu2_addr_i] <= 1'b1;
            end
            if (finish_ex_branch_i) begin
                finish[finish_ex_branch_addr_i]  <= 1'b1;
                brcond[finish_ex_branch_addr_i]  <= finish_ex_branch_brcond_i;
                jmpaddr[finish_ex_branch_addr_i] <= finish_ex_branch_jmpaddr_i;
            end
            if (finish_ex_mul_i) begin
                finish[finish_ex_mul_addr_i] <= 1'b1;
            end
            if (finish_ex_ldst_i) begin
                finish[finish_ex_ldst_addr_i] <= 1'b1;
            end
        end
    end
    always @(posedge clk_i) begin
        if (dp1_i) begin
            finish[dp1_addr_i] <= 1'b0;
            inst_pc[dp1_addr_i] <= pc_dp1_i;
            dst[dp1_addr_i] <= dst_dp1_i;
            isbranch[dp1_addr_i] <= isbranch_dp1_i;
            storebit[dp1_addr_i] <= storebit_dp1_i;
            dstValid[dp1_addr_i] <= dstvalid_dp1_i;
            bhr[dp1_addr_i] <= bhr_dp1_i;
        end
        if (dp2_i) begin
            finish[dp2_addr_i] <= 1'b0;
            inst_pc[dp2_addr_i] <= pc_dp2_i;
            dst[dp2_addr_i] <= dst_dp2_i;
            isbranch[dp2_addr_i] <= isbranch_dp2_i;
            storebit[dp2_addr_i] <= storebit_dp2_i;
            dstValid[dp2_addr_i] <= dstvalid_dp2_i;
            bhr[dp2_addr_i] <= bhr_dp2_i;
        end
    end
endmodule
```
==> results.sh <==
# physical design summary
export IMPL_status="did not finish"
export IMPL_stop_stage="synthesis (1_2_yosys)"
export IMPL_firstError="ERROR: Found 2 problems in 'check -assert'."
export IMPL_ys_seq_frac=0.602
export IMPL_yosys_cell_types_count=42
export IMPL_ys_ff=169
export IMPL_ys_area_um2=8240
export IMPL_ys_cells=523
export IMPL_synth_top_cell_area_share=0.576
export IMPL_top_area_cell="edfxtp_1"
export IMPL_topCellsByArea="edfxtp_1 (58%), mux2_2 (22%), mux2_4 (3.5%)"
export IMPL_yosysWarningCount=1
## logic make-up after synthesis
| logic type | after synthesis | synth area share |
|---|---|---|
| compound gates | 24 | 0.0202 |
| xor+xnor | 10 | 0.0106 |
| fa+ha+maj | 15 | 0.0228 |
| buf+inv | 47 | 0.0311 |
| flops | 169 | 0.602 |
| mux | 185 | 0.261 |
| other cells | 1 | 0.000455 |
| simple gates | 72 | 0.0518 |
## synthesized netlist by cell type, drive strengths merged
| library cell | n |
|---|---|
| ha | 15 |
| nor2b | 1 |
| nor3b | 5 |
| nor2 | 12 |
| nand3 | 3 |
| a22o | 1 |
| nand3b | 3 |
| edfxtp | 158 |
| and2 | 6 |
| nand2 | 13 |
| clkbuf | 4 |
| a31oi | 5 |
| mux2 | 182 |
| inv | 15 |
| dfxtp | 11 |
| or3 | 4 |
| a221o | 3 |
| xor2 | 5 |
| nor4 | 1 |
| or3b | 2 |
| nor3 | 11 |
| buf | 28 |
| or2 | 1 |
| o21bai | 1 |
| a21oi | 1 |
| a41oi | 3 |
| mux2i | 3 |
| nor4b | 4 |
| or4b | 1 |
| nand4 | 2 |
| xnor2 | 5 |
| o21ai | 7 |
| and3b | 3 |
| conb | 1 |
| o31ai | 3 |
